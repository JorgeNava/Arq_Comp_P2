==> design.v <==
module ControlUnit (
	input [4:0] status,  
	input [4:0] R,
	input [3:0] ubInputData,
	input [3:0] ubCredential,
	input clk,
	output [3:0] iA,
	output [3:0] iB,
	output [3:0] Op,
	output LEDstatus,
	output [3:0]ubCounter
);
reg [2:0]pc = 3'd0;
reg temp_LEDstatus = 4'd0;
reg [3:0]temp_ubCounter = 4'd0;
reg [3:0] temp_iA = 4'd0;
reg [3:0] temp_iB = 4'd0;
reg [3:0] temp_Op = 4'd0;
always @(posedge clk)
begin
	case (pc)
		   0:		 
				begin
					temp_iA = ubInputData;
					temp_iB = ubCredential;
					temp_Op = 4'd0;
					pc = 3'd1;
				end
			1:		 
				begin
					if((status[2] == 1  & status[1] == 0) | status[3] == 1)  
						pc = 3'd2;
					else 
						pc = 3'd3;
				end
			2:		 
				begin
					temp_iA = ubCounter;
					temp_iB = 4'd1;
					temp_Op = 4'd13;
					pc = 3'd6;
				end	
			3:		 
				begin
					if(status[4] == 1)
						pc = 3'd4;
					else 
						pc = 3'd5;
				end
			4:		 
				begin
					temp_LEDstatus = 1;
					pc = 3'd0;
				end	
			5:		 
				begin
					temp_iA = ubCounter;
					temp_iB = 4'd1;
					temp_Op = 4'd0;
					pc = 3'd6;
				end
			6: 	 
				begin
					temp_ubCounter = R[3:0];
					pc = 3'd0;
				end			
	endcase
end
assign iA = temp_iA;
assign iB = temp_iB;
assign Op = temp_Op;
assign LEDstatus = temp_LEDstatus; 
assign ubCounter = temp_ubCounter;
endmodule
module Practica2(
	input [3:0] iA,
	input [3:0] iB,
	input [3:0] Op,
	output [4:0] Status,
	output [4:0] R
);
reg [4:0] temp = 5'd0;
always @(*)
begin
	temp = 0;
	case (Op)
			0: 	temp = iA - iB;					 
			1: 	temp = iA & iB;					 
			2:		temp = iA | iB;					 
			3: 	temp = ~iA;							 
			4: 	temp = iA ^ iB;					 
			5: 	temp = ~iA;							 
			6: 	temp = ~iA  + 4'b0001;			 
			7: 	begin
						temp[3:1] = iA[2:0];			 
						temp[0] = 0;
					end
			8: 	begin
						temp[3] = iA[3];				 
						temp[2:0] = iA[3:1];
					end
			9: 	begin
						temp[3:1] = iA[2:0];			 
						temp[0] = 0;
					end
			10:	begin
						temp[3] = 0;					 
						temp[2:0] = iA[3:1];
					end
			11:	begin
						temp[0] = iA[3];				 
						temp[3:1] = iA[2:0];
					end
			12:	begin
						temp[3] = iA[0];				 
						temp[2:0] = iA[3:1];
					end
			13:	temp = iA + iB;					 
	endcase
end
assign Status[4] = temp == 0;
assign Status[3] = temp[3];
assign Status[2] = temp[4];
assign Status[1] = (temp[3:0] > 4'd7);
assign Status[0] = ~^temp[3:0];
assign R = temp[3:0];
endmodule
module top (
	input [3:0] ubInputData,
	input [3:0] ubCredential,
	input clk,
	output LEDstatus,
	output [3:0]ubCounter
);
wire [3:0]wIA;
wire [3:0]wIB;
wire [4:0]wR;
wire [4:0]wStatus;
wire [3:0]wOp;
ControlUnit uc(
	 .status(wStatus),  
	 .R(wR),
	 .ubInputData(ubInputData),
	 .ubCredential(ubCredential),
	 .clk(clk),
	 .iA(wIA),
	 .iB(wIB),
	 .Op(wOp), 
	 .LEDstatus(LEDstatus),
	 .ubCounter(ubCounter)
);
Practica2 alu(
	.iA(wIA),
	.iB(wIB),
	.Op(wOp),
	.Status(wStatus),
	.R(wR)
);
endmodule
==> run.sh <==
#!/bin/bash
# OpenROAD 26Q1-2900-gdf79404cd8, Yosys 0.63+post, stock flow scripts
make -C /OpenROAD-flow-scripts/flow DESIGN_CONFIG=/design/flow/config.mk WORK_HOME=/design/flow/orfs finish
==> config.mk <==
export PLATFORM = sky130hd
export DESIGN_NAME = top
export DESIGN_NICKNAME = top
export VERILOG_FILES = /design/flow/design.v
export SDC_FILE = /design/flow/constraint.sdc
export NUM_CORES = 4
export LEC_CHECK = 1
export CORE_AREA = 10 10 84 84
export DIE_AREA = 0 0 94 94
==> constraint.sdc <==
current_design top

set clk_period 3.7
set clk_io_pct 0.2

create_clock -name clk0 -period $clk_period [get_ports {clk}]

set non_clock_inputs [all_inputs -no_clocks]
set_input_delay [expr $clk_period * $clk_io_pct] -clock clk0 $non_clock_inputs
set_output_delay [expr $clk_period * $clk_io_pct] -clock clk0 [all_outputs]
==> notes.md <==
The routed design could run at a clock period as short as 2.29 ns. The tools report the count of mapped cells out of synthesis as 86. Summed over all routing layers, the global router reports a total usage of 4.12%.

The tools report the sink count of the clock tree as 17. The logs give 12 for the maximum number of pins on one net before global-route repair and 561 for the number of filler cells placed in the layout. Data on the critical path is required at its endpoint by 3.69 ns. The initialized floorplan defines 26 standard-cell rows.

The count of TritonRoute iterations in the first routing pass is 4. The slowest library cell on the worst path was fa_1. DRC violation count after routing: 0. On the critical path the data arrives at 2.29 ns. The critical path contains buffers and inverters numbering 2 combined. In this run, synthesis produced a sequential element count of 17.

Per the log, the first TritonRoute iteration ended with a DRC count of 24. The placement report lists the number of port buffers as 13. Before placement the cells fill 20.2% of the core. Counting stages on the worst path, the most repeated cell is inv_1. Yosys attributes the largest share of cell area to edfxtp_1 49%, ha_1 9.5%, mux2_2 5.4%, fa_1 3.8%, inv_1 3.2%. For reference, the final report shows the max-slew violation count at 0. The tools report the kind of capture point of the worst setup path as a flop. The run gives 94 µm for the horizontal extent of the die. The tools report the remaining antenna violation count after routing as 0. Across all layers, the routed design uses 658 vias. Checking hold timing, the worst path is listed with class reg -> reg. The full die area came out at 0.00884 mm². For the depth of the CTS H-tree, the log shows 1. With the fraction of final layout cells with drive strength greater than 1 at 11.9%, the final clock skew is 0.000300 ns. The cell sitting at the root of the clock tree is a clkbuf_8. Once the clock tree was built, the setup fixing pass inserted 0 buffers. For the number of buffers inserted by hold repair at cts, the log shows 0. The routed design shows a wire length per standard cell of 10.4 µm. The run gives 94 µm for the vertical die dimension. In the layout the commonest cells are 17 x edfxtp_1, 13 x clkdlybuf4s50_1, 9 x inv_1.

Across the VDD grid, the largest voltage drop is 0.496 mV. For the number of unique standard cell types used by synthesis, the log shows 31. For the global-route wire length before repair, the log shows 2.99 mm. The run gives 2 for the maximum number of buffers from clock root to sink. After layout, the design draws a total of 0.00118 W.

Summing the sequential cell areas from Yosys gives 48.6% of the chip area. With the worst hold margin at 0.591 ns, the detailed-route wire length is 1.77 mm. Cell accounting for the most synthesized area: edfxtp_1.

The critical path is of the reg -> reg type. The detailed-route vias per instance works out to 3.85. The maximum clock rate was 0.436 GHz. Setup repair after global routing left no endpoint under its margin. 14 I/O pins were placed. Per the run report, area growth between synthesis and finish was 24.0%.

Looking at the worst setup and hold paths, the clock pins of their registers show a slew of 0.06 ns. The report counts max-capacitance violations totalling 0. The kind of start point of the critical path was a flop. The logs give 0.00105 mm² for the total standard cell area after synthesis and 669 for the via count of the first global-routing pass. The run gives 0 as the remaining global-route overflow.

For this design, Yosys synthesis ends with a cell count of 86. The run gives 0.00105 mm² as the total cell area reported by yosys after synthesis. Post-synth the commonest register cell is edfxtp_1.

During synthesis, Yosys emitted a total of 2 warnings. Summed over all failing endpoints, the final setup total negative slack is 0 ns. RePlAce ended its routability-driven mode at a weighted congestion of 0.850.

The mean area per synthesized cell was 12.2 µm². The run gives 910 mW/mm² for the cell area power density. Most numerous logic cell after layout: edfxtp_1.

Top fanout value on the critical path: 2. The longest incremental delay of any stage on the critical path is reported as 0.44 ns. The last timing report of the flow puts the setup violation total at 0. The post-layout period usage of the worst path is 61.9%. The clock reaches the later pin of the worst-skew pair after 0.24 ns.

The HPWL after detailed placement is 1.41 mm. For the diode insertion count for antenna repair, the log shows 0. The run finished with clean final reports.

Leakage power: 0.486 nW. In this run the tools logged warnings totalling 29. For the number of instances resized during post-cts repair, the log shows 0. Initial antenna violation count: 0. The cell sequence reported for the critical path is inv_1 > ha_1 > inv_1 > fa_1 > a2111o_1 > nand3_1 > and3b_1 > nor3b_1 > o2bb2ai_1. TritonCTS built the clock tree. Summed over its instances, the top area cell type makes up 48.6% of the synthesized netlist area. Per the final timing report, the hold violations number 0.

The tools report the placeable core area as 0.00520 mm². The total CTS buffers was 3. In this design, the largest share of critical-path delay is due to adder cells. The run gives 0% for the fraction of registers with async set or reset after synthesis. Number of enable-type register cells in the synthesized netlist: 17.
-- through the flow --
| step | instance area (µm²) | utilization [%] | std cells | worst slack [ns] |
|---|---|---|---|---|
| floorplan | 1050 | - | 86 | 1.52 |
| global placement | 1260 | 24.1 | 167 | 1.46 |
| detailed placement | 1260 | 24.1 | 167 | 1.43 |
| CTS | 1300 | 25.0 | 171 | 1.39 |
| global route | 1300 | 25.0 | 171 | 1.22 |
| finish | 1300 | 25.0 | 171 | 1.41 |
-- area by class of cell --
| cell class | instances | area (µm²) | share of cell area, % |
|---|---|---|---|
| clock buffers | 4 | 45.0 | 3.46 |
| repair buffers | 14 | 138 | 10.6 |
| inverters | 9 | 33.8 | 2.60 |
| flip-flops and latches | 17 | 510 | 39.2 |
| multi-input cells | 57 | 487 | 37.4 |
| well taps | 70 | 87.6 | 6.73 |
-- sequential cells by signal, summed over array words and instances, names as in the netlist --
signal and count:
uc.temp_iB 4, uc.pc 3, uc.temp_Op 1, uc.temp_LEDstatus 1, uc.temp_ubCounter 4, uc.temp_iA 4
-- synth_stat cells (all sizes together), types with 2 or more instances --
cell type,n
a2111o,2
and2,4
clkbuf,2
edfxtp,17
fa,2
ha,8
inv,9
mux2,5
mux2i,2
nand2,3
nand2b,5
nand3,3
nor2,2
nor3b,2
o21ai,3
xnor2,2
-- power by group --
part           internal [W]  total (W)  leakage, nW  switching, W
registers          0.000370   0.000465        0.166     0.0000946
clock network     0.0000761   0.000131       0.0228     0.0000552
logic              0.000299   0.000588        0.298      0.000289
-- final timing paths --
kind | startpoint | endpoint | slack, ns | cells after the start
max | uc.temp_iA[0] | uc.pc[0] | 1.41 | 9
min | uc.temp_ubCounter[3] | uc.temp_iA[3] | 0.59 | 1
max reg2reg | uc.temp_iA[0] | uc.pc[0] | 1.41 | 9
min reg2reg | uc.temp_ubCounter[3] | uc.temp_iA[3] | 0.59 | 1
-- per-layer routing --
metal | vias to the layer above | wire length (µm) | part of all wire (%) | track usage (%)
li1 | 333 | - | - | -
met1 | 316 | 750 | 42 | 4.79
met2 | 7 | 928 | 52 | 7.55
met3 | 2 | 70 | 4.0 | 0.969
met4 | 0 | 22 | 1.2 | 0.759
met5 | - | 0 | 0 | 0
-- cells by family after synthesis --
kind of cell    synth area share (%)
xor+xnor                        2.50
flops                           48.6
other cells                    0.357
mux                             7.27
fa+ha+maj                       13.3
simple gates                    14.1
compound gates                  8.82
buf+inv                         5.01
-- worst register-to-register path: cells and delay by family (launching register included) --
family,cells,cell delay (ns)
AND-OR/OR-AND,2,0.51
adder cells (fa/ha/maj),2,0.57
buffers and inverters,2,0.13
flip-flops,1,0.38
AND/OR/NAND/NOR,3,0.46
Power figures rest on the tool's default switching activity, not on a simulated workload.
